==> design.v <==
module Controller(input clk, zero, input [5 : 0]op, input [5 : 0]func, output reg J_type, Branch, PCsrc, RegWrite, ALUsrc,
		MemRead , MemWrite, output reg[2 : 0]ALUop, output reg[1 : 0]RegDest, output reg[1 : 0] WriteReg);
	parameter[5:0] RT = 6'b000000, lw = 6'b100011, sw = 6'b101011, beq = 6'b000100, bne = 6'b000101, J = 6'b000010, Jal = 6'b000011, Jr = 6'b001000, add = 6'b100001, sub = 6'b100011, addi = 6'b001100, slt = 6'b101010, slti = 6'b001010;
	parameter ADD = 0;
	parameter SUB = 1;
	always @(func, op)
	begin
		RegDest = 0;
		RegWrite = 0;
		J_type = 0;
		ALUsrc = 0;
		ALUop = 0;
		WriteReg = 0;
		MemWrite = 0;
		MemRead = 0;
		PCsrc = 0;
		Branch = 0;
		if (op == lw) 
			RegDest = 0;
		else if (op == Jal)
			RegDest = 2;
		else if (op == RT | func == addi | func == slti)
		begin
			if (func == add | func == sub | func == slt)
				RegDest = 1;
			else
				RegDest = 0;
		end
		if (op == RT | op == lw | op == Jal | op == slti | op == addi)
			RegWrite = 1;
		if (op == RT & func == Jr)
			J_type = 1;
		if (op == lw | op == sw)
			ALUsrc = 1;
		else if (op == addi | op == slti)
		begin
				ALUsrc = 1;
		end
		if (op == lw | op == sw)
			ALUop = ADD;
		else if (op == beq | op == bne)
			ALUop = SUB;
		else if (op == RT | op == addi | op == slti)
		begin
			if (func == add | op == addi)
				ALUop = ADD;
			else
				ALUop = SUB;
		end
		if (op == Jal)
			WriteReg = 3;
		else if (op == lw)
			WriteReg = 2;
		else if ((op == RT & func == slt) | op == slti)
			WriteReg = 1;
		if (op == sw)
			MemWrite = 1;
		if (op == lw)
			MemRead = 1;
		if (op == beq)
			PCsrc = zero;
		else if (op == bne)
			PCsrc = ~zero;
		else if (op == J | op == Jal | op == Jr)
			PCsrc = 1;
		if(op == beq | op == bne)
			Branch = 1;
	end
endmodule
==> run.sh <==
#!/bin/bash
# OpenROAD 26Q1-2900-gdf79404cd8, Yosys 0.63+post, stock flow scripts
make -C /OpenROAD-flow-scripts/flow DESIGN_CONFIG=/design/flow/config.mk WORK_HOME=/design/flow/orfs finish
==> config.mk <==
export PLATFORM = sky130hd
export DESIGN_NAME = Controller
export DESIGN_NICKNAME = Controller
export VERILOG_FILES = /design/flow/design.v
export SDC_FILE = /design/flow/constraint.sdc
export NUM_CORES = 4
export LEC_CHECK = 1
export CORE_AREA = 10 10 70 70
export DIE_AREA = 0 0 80 80
==> constraint.sdc <==
current_design Controller

set clk_period 1.8
set clk_io_pct 0.2

create_clock -name clk0 -period $clk_period

set non_clock_inputs [all_inputs -no_clocks]
set_input_delay [expr $clk_period * $clk_io_pct] -clock clk0 $non_clock_inputs
set_output_delay [expr $clk_period * $clk_io_pct] -clock clk0 [all_outputs]
==> notes.md <==
The run finished, with violations left. The final reports fail on negative setup slack. The number of warnings reported in the stage logs is 35. Counting endpoints that fail hold in the final report gives 0.

The design has 0 sequential cells. The initial antenna violation count came out at 0. The routed design has 2.08 mm of wire. Based on the critical path, the design can be clocked at up to 521 MHz. The tools report the summed negative setup slack over all endpoints as -0.311 ns.

After synthesis, the cell types taking the most area are sky130_fd_sc_hd__nor3_1, sky130_fd_sc_hd__nor4_1, sky130_fd_sc_hd__nor4b_1. Global routing consumed, over all layers together, 5.50% of the routing resources. Data on the critical path is required at its endpoint by 1.44 ns.

The post-route netlist has 67.6% of its cells at a drive strength greater than 1. The final setup violation count came out at 4. The critical path goes through buf_8, or3b_4, nor3_2, a22oi_1, nor4_1, buf_2. After synthesis the cells add up to 342 µm².

STA classifies the critical path startpoint as an input pin. The run gives 587 for the number of global-route vias before repair. The vertical die dimension is 80 µm. Worst hold path class: input pin to output port. For the worst setup path, the data arrival time is 1.56 ns. Entering global routing, the biggest net connects 9 pins. The synthesized netlist was found by Yosys to have 52 cells. The remaining routing DRC violations is 0. The worst setup path is captured at an output port. The dominant cell type by area after synthesis is sky130_fd_sc_hd__nor3_1. The run gives 148 for the final cell count without fillers. The average instance in the mapped netlist occupies 6.57 µm². Per the post-route antenna check, the number of violating nets is 0.

The global-route wire length before repair is 2.91 mm. The count of warnings emitted by yosys is 1. Max-cap violations in this run came to 0. Looking at the VDD voltage map, the peak drop is 0.0471 mV.

The buffer_ports step reported a buffer count of 25. The leakage component of the power was reported as 0.000454 µW. The die is 80 µm wide. The slack of the critical path was -0.119 ns.

The netlist uses 30 different library cells. The tools report the starting utilization of the core area as 10.0%. For the number of placed I/O pins, the log shows 28. Per the OpenROAD floorplan log, the area of the die is 0.00640 mm². In this run, the number of DRC markers left after iteration 0 of detailed routing was 54.

In the Yosys report, the sequential cells make up 0% of the chip area. OpenSTA, run right after detailed placement, puts the worst setup slack at -0.824 ns. Counting the clock-network buffers in the layout gives 0. After layout, the minimum clock period comes to 1.92 ns.

Per the final report, max-transition violations number 0. The run gives 190 mW/mm² for the total power per unit cell area. For this run, the script counts the antenna cells in the layout as 0.

The slowest stage of the critical path belongs to the cell sky130_fd_sc_hd__or3b_4. The biggest fanout along the worst timing path was 2; the number of optimization iterations in the first detailed-route pass was 4. The row count was 21. The number of placed instances, taps included, is 128. Routability-driven placement finished with a final weighted congestion of 0.734.

The most critical hold endpoint after final layout shows a slack of 1.03 ns. The post-route clock period utilization was 107%; the detail-routed via count per cell was 4.13. Measured on the finished design, the core utilization comes to 30.0%. Per the synthesis report, the single largest cell type by area occupies 8.79% of cell area. From synthesis to final layout, the design area changed by 200%.

The area recorded from the Yosys report for this design is 342 µm². The logs give 1.26 mm for the sum of net half-perimeters after detailed placement and 0 for the remaining global-route overflow. The class of the most critical setup path is input pin to output port. Setup repair after global routing could not meet its margin everywhere. In the post-synthesis netlist, the cell with the most instances is sky130_fd_sc_hd__nor3_1. Summing over every cut layer, the via total after detailed routing is 611. Per the OpenROAD floorplan log, the area of the core is 0.00342 mm². The commonest cells after synthesis are sky130_fd_sc_hd__nor3_1, sky130_fd_sc_hd__nor4_1.

With the stage delay of the slowest cell on the critical path at 0.40 ns, the cell count after synthesis is 52. The script logs the mean routed wire length per placed instance as 14.1 µm. Per the layout area report, the register area comes to 0 µm².
-- area by class of cell --
class / count / area (µm²)
Fill cell: 344 / 2390
Timing Repair Buffer: 57 / 520
Multi-Input combinational cell: 45 / 445
Tap cell: 46 / 57.6
-- critical path, delay by kind of cell --
| kind | cells | cell delay, ns |
|---|---|---|
| buf+inv | 2 | 0.27 |
| simple gates | 3 | 0.82 |
| compound gates | 1 | 0.10 |
-- cell families (layout without fill, tap and decap cells) --
group	after synthesis	in the layout	synth area share (%)
AOI/OAI and AO/OA	8	8	15.8
xor gates and xnor gates	2	2	5.13
buffers and inverters	8	57	14.3
muxes	1	1	4.39
other	1	2	1.10
and+or+nand+nor	32	32	59.3
-- final timing paths --
kind | to | startpoint | cells after the start
worst min-delay path | J_type | func[2] | 4
worst max-delay path | WriteReg[0] | func[2] | 6
-- power by group --
part	switching [µW]	internal [µW]	total [µW]
registers	0	0	0
clock network	0	0	0
logic	82.0	113	195
-- repair_timing --
action | CTS | global route
endpoints found under the setup margin | 12 | 9
pin swaps | 24 | 18
resized | 104 | 8
setup buffers | 19 | 2
hold buffers | 0 | 0
-- stage by stage --
step,cell area [µm²],power [µW]
floorplan,345,52.6
global placement,694,113
detailed placement,694,115
CTS,972,175
global route,1020,204
finish,1020,195
-- per-layer routing --
metal  global-route usage [%]  share of wire (%)  vias up
met5                        0                  0        -
met2                     9.39                 48       18
met3                    0.568                3.8        2
met1                     7.66                 48      302
met4                        0               0.82        0
li1                         -                  -      289
-- placed cells by master (no fill, tap or decap), types with 2 or more instances in the layout --
cell / instances
sky130_fd_sc_hd__nand3_1: 2
sky130_fd_sc_hd__nand2_1: 3
sky130_fd_sc_hd__nor3_4: 2
sky130_fd_sc_hd__buf_8: 3
sky130_fd_sc_hd__nor4_1: 2
sky130_fd_sc_hd__nor4b_4: 2
sky130_fd_sc_hd__buf_2: 8
sky130_fd_sc_hd__buf_6: 14
sky130_fd_sc_hd__a21oi_1: 2
sky130_fd_sc_hd__nand2b_4: 2
sky130_fd_sc_hd__dlygate4sd2_1: 8
sky130_fd_sc_hd__nor3_2: 4
sky130_fd_sc_hd__clkdlybuf4s15_2: 4
sky130_fd_sc_hd__buf_4: 19
sky130_fd_sc_hd__nor4_4: 2
sky130_fd_sc_hd__nor2_1: 3
sky130_fd_sc_hd__nand3b_1: 2
sky130_fd_sc_hd__conb_1: 2
No activity file was given, so power comes from the tool's default toggle rates.
