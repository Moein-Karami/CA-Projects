--- /design/flow/constraint.sdc ---
current_design ForwardUnit

set clk_period 1.4
set clk_io_pct 0.2

create_clock -name clk0 -period $clk_period

set non_clock_inputs [all_inputs -no_clocks]
set_input_delay [expr $clk_period * $clk_io_pct] -clock clk0 $non_clock_inputs
set_output_delay [expr $clk_period * $clk_io_pct] -clock clk0 [all_outputs]
--- /design/flow/config.mk ---
export PLATFORM = sky130hd
export DESIGN_NAME = ForwardUnit
export DESIGN_NICKNAME = ForwardUnit
export VERILOG_FILES = /design/flow/design.v
export SDC_FILE = /design/flow/constraint.sdc
export NUM_CORES = 4
export LEC_CHECK = 1
export CORE_AREA = 10 10 70 70
export DIE_AREA = 0 0 80 80
--- /design/flow/run.sh ---
#!/bin/bash
# OpenROAD 26Q1-2900-gdf79404cd8, Yosys 0.63+post, stock flow scripts
make -C /OpenROAD-flow-scripts/flow DESIGN_CONFIG=/design/flow/config.mk WORK_HOME=/design/flow/orfs finish
--- /design/flow/design.v ---
module ForwardUnit(input RegWrite3, RegWrite4, input [4 : 0]write_adress_reg, input [4 : 0]write_adress_reg2,
		input [4 : 0]data1_reg, input [4 : 0]data2_reg, input MemRead3, input [4:0] write_adress_reg_in, output reg [1 : 0]forward1, output reg [1 : 0]forward2);
	always @(RegWrite3, RegWrite4, write_adress_reg, write_adress_reg2, data1_reg, data2_reg, MemRead3)
	begin
		if (RegWrite3 && (write_adress_reg == data1_reg))
				forward1 = 2'b01;
		else if (RegWrite4 && (write_adress_reg2 == data1_reg))
			forward1 = 2'b10;
		else
			forward1 = 2'b00;
		if (RegWrite3 && (write_adress_reg == data2_reg))
			forward2 = 2'b01;
		else if (RegWrite4 && (write_adress_reg2 == data2_reg))
			forward2 = 2'b10;
		else
			forward2 = 0;
	end
endmodule
==> impl_metrics.prom <==
# HELP chip_impl_metric Yosys and OpenROAD flow results
# TYPE chip_impl_metric gauge
chip_impl_metric{name="crit_fanout",unit=""} 2
chip_impl_metric{name="number_of_different_library_cells_in_the_post_synthesis_netlist",unit=""} 7
chip_impl_info{name="synth_area_leader_cell",value="xnor2_1"} 1
chip_impl_info{name="cp_endpoint_kind",value="output pin"} 1
chip_impl_metric{name="synthesis.instances",unit=""} 30
chip_impl_metric{name="timing_max_transition_violations_final",unit=""} 0
chip_impl_metric{name="detailed_place_hpwl",unit="mm"} 1.06
chip_impl_metric{name="grt_max_degree",unit=""} 5
chip_impl_metric{name="die-height",unit="um"} 80
chip_impl_metric{name="fp_util",unit="%"} 7.33
chip_impl_metric{name="maxCapViolations",unit=""} 0
chip_impl_metric{name="synth.cell_area",unit="um^2"} 250
chip_impl_metric{name="totalWireLength",unit="mm"} 1.17
chip_impl_metric{name="tool_warnings",unit=""} 40
chip_impl_metric{name="postSynthSeqShare",unit="%"} 0
chip_impl_metric{name="viasPerCell",unit=""} 2.96
chip_impl_info{name="setup.worst_path.start_class",value="input port"} 1
chip_impl_metric{name="n_clock_buffer",unit=""} 0
chip_impl_metric{name="drive_gt1_share",unit="%"} 62.9
chip_impl_metric{name="cp_data_arrival_time",unit="ns"} 1.21
chip_impl_metric{name="final_util",unit="%"} 17.9
chip_impl_metric{name="final_hold_viol_count",unit=""} 0
chip_impl_metric{name="route.vias.total",unit=""} 320
chip_impl_metric{name="antenna_nets_post_route",unit=""} 0
chip_impl_metric{name="ys_cells",unit=""} 30
chip_impl_metric{name="power_leakage",unit="uW"} 0.000272
chip_impl_metric{name="area_of_the_core_region",unit="mm^2"} 0.00342
chip_impl_metric{name="diodes",unit=""} 0
chip_impl_metric{name="die_area",unit="mm^2"} 0.00640
chip_impl_metric{name="area.growth.synth_to_final",unit="%"} 145
chip_impl_metric{name="gpl.final_weighted_congestion",unit=""} 0.765
chip_impl_metric{name="first_global_vias",unit=""} 326
chip_impl_metric{name="detail_route.wl_per_cell",unit="um"} 10.9
chip_impl_info{name="critical_path_class",value="in2out"} 1
chip_impl_metric{name="max_freq",unit="MHz"} 669
chip_impl_metric{name="max-slew-margin-rel",unit="%"} 82.1
chip_impl_info{name="hp-class",value="in2out"} 1
chip_impl_metric{name="die_x",unit="um"} 80
chip_impl_metric{name="setup_ws",unit="ns"} -0.0938
chip_impl_metric{name="post-synth-top-area-fraction",unit="%"} 42.0
chip_impl_metric{name="final.period_utilization",unit="%"} 107
chip_impl_metric{name="worstPathRequired",unit="ns"} 1.12
chip_impl_metric{name="grt_antenna_before_repair",unit=""} 0
chip_impl_metric{name="io_pins",unit=""} 32
chip_impl_metric{name="placement_rows",unit=""} 21
chip_impl_metric{name="drt_iter0_drc",unit=""} 3
chip_impl_metric{name="grt_remaining_overflow",unit=""} 0
chip_impl_metric{name="ys_area",unit="um^2"} 250
chip_impl_metric{name="grt_util_all_layers",unit="%"} 3.19
chip_impl_metric{name="drt_pass1_iterations",unit=""} 2
chip_impl_metric{name="first_pass_grt_wire_length",unit="mm"} 1.59
chip_impl_info{name="netlist_top_cells_area",value="xnor2_1 42%, xor2_1 28%, nor4_2 10%"} 1
chip_impl_metric{name="multi_input_comb_area",unit="um^2"} 317
chip_impl_metric{name="yosysWarningCount",unit=""} 1
chip_impl_metric{name="timing.final.setup_violations",unit=""} 2
chip_impl_metric{name="max-vdd-ir-drop",unit="uV"} 62.4
chip_impl_info{name="grt_setup_unrepaired",value="true"} 1
chip_impl_metric{name="fillerInstances",unit=""} 393
chip_impl_metric{name="place.detailed.instances",unit=""} 106
chip_impl_metric{name="pwr_density_cell",unit="mW/mm^2"} 267
chip_impl_metric{name="syn-mean-instance-area",unit="um^2"} 8.34
chip_impl_metric{name="post-route-drc-count",unit=""} 0
chip_impl_metric{name="minimum_clock_period",unit="ns"} 1.49
chip_impl_info{name="run_status",value="finished with violations"} 1
chip_impl_metric{name="layoutNonFillerInstCount",unit=""} 108
chip_impl_metric{name="worst_pin_slew",unit="ns"} 0.266
chip_impl_metric{name="flop-count",unit=""} 0
chip_impl_info{name="post_synth_most_frequent_cells",value="12 x xnor2_1, 8 x xor2_1"} 1
chip_impl_metric{name="flop_area",unit="um^2"} 0
chip_impl_info{name="post-synth-top-count-cell",value="xnor2_1"} 1
chip_impl_info{name="violated_checks",value="setup timing"} 1
chip_impl_metric{name="numPortBuffers",unit=""} 26
==> repair_timing <==
action	in CTS	in global routing
setup buffers	2	0
pin swaps	22	3
gates resized	105	3
hold buffers	0	0
endpoints found under the setup margin	4	4
==> through the flow <==
| step | setup TNS (ns) | instance area [um^2] | worst slack (ns) | total power (uW) | hold WS (ns) |
|---|---|---|---|---|---|
| 3_5_place_dp | -3.10 | 598 | -0.802 | 157 | 1.49 |
| 4_1_cts | -0.126 | 608 | -0.0913 | 163 | 0.922 |
| 6_report | -0.119 | 613 | -0.0938 | 164 | 0.924 |
| 5_1_grt | -0.320 | 613 | -0.150 | 176 | 0.957 |
| 3_3_place_gp | -3.06 | 598 | -0.783 | 156 | 1.49 |
| 2_1_floorplan | 0 | 250 | 0.270 | 57.4 | 0.596 |
==> metal layers <==
metal | track usage (%) | vias to the layer above | share of wire (%)
met5 | 0 | - | 0
met4 | 0 | 0 | 0
met3 | 2.05 | 0 | 14
met2 | 5.78 | 15 | 49
met1 | 3.19 | 138 | 37
li1 | - | 167 | -
==> worst paths after layout <==
path | from | endpoint | slack (ns) | depth (start not counted)
min | data2_reg[0] | forward2[1] | 0.92 | 5
max | data1_reg[2] | forward1[1] | -0.09 | 6
==> placed cells by master, fill, tap and decap left out <==
cell           netlist  layout
a311oi_1             2       1
a311oi_2             0       1
and3_1               2       2
buf_2                0      16
buf_4                0       5
buf_6                0       5
buf_8                0       2
dlygate4sd2_1        0       4
nand2_1              2       2
nand4_1              2       2
nor4_2               2       2
xnor2_1             12       7
xnor2_2              0       5
xor2_1               8       5
xor2_2               0       3
==> worst max-delay path: stages <==
cell and delay (ns):
buf_6 0.09, xor2_1 0.16, nor4_2 0.32, buf_4 0.16
a311oi_2 0.07, buf_2 0.13
==> power breakdown <==
group | switching [uW] | internal [uW]
sequential | 0 | 0
clock | 0 | 0
combinational | 65.7 | 98.0
==> cells by family after synthesis <==
kind of cell / after synthesis / synth area share [%]
xor+xnor: 20 / 70.0
simple gates: 8 / 23.0
compound gates: 2 / 7.00
==> area by class of cell <==
cell class | count | share of cell area [%]
tap | 46 | 9.39
multi-input combinational | 30 | 51.6
timing repair buffer | 32 | 39.0
No activity file was given, so power comes from the tool's default toggle rates.
